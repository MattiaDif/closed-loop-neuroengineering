==> flow/design.v <==
`timescale 1ns / 1ps
module digout_sequencer #(
	parameter MODULE = 0
	)
	(
	input wire			reset,
	input wire			dataclk,
	input wire [31:0] main_state,
	input wire [5:0]	channel,
	input wire [3:0]  prog_channel,
	input wire [3:0]	prog_address,
	input wire [4:0]  prog_module,
	input wire [15:0] prog_word,
	input wire			prog_trig,
	input wire [31:0] triggers,
	output reg [15:0] digout,
	output wire [15:0] digout_enabled,
	input wire			shutdown,
	input wire			reset_sequencer
   );
	reg [15:0] counter[15:0];
	reg [4:0] trigger_source[15:0];
	reg [15:0] trigger_on_edge;
	reg [15:0] trigger_polarity;
	reg [15:0] trigger_enable;
	reg [7:0] number_of_stim_pulses[15:0];
	reg [15:0] waiting_for_trigger, waiting_for_edge;
	reg [7:0] stim_counter[15:0];
	reg [15:0] event_start_stim[15:0];
	reg [15:0] event_end_stim[15:0];
	reg [15:0] event_repeat_stim[15:0];
	reg [15:0] event_end[15:0];
	assign digout_enabled = trigger_enable;
	reg [15:0] trigger_in;
	always @(posedge dataclk) begin
		if (channel == 0 && (main_state == 99 || main_state == 100)) begin
			trigger_in[0] <= triggers[trigger_source[0]] ^ trigger_polarity[0];
			trigger_in[1] <= triggers[trigger_source[1]] ^ trigger_polarity[1];
			trigger_in[2] <= triggers[trigger_source[2]] ^ trigger_polarity[2];
			trigger_in[3] <= triggers[trigger_source[3]] ^ trigger_polarity[3];
			trigger_in[4] <= triggers[trigger_source[4]] ^ trigger_polarity[4];
			trigger_in[5] <= triggers[trigger_source[5]] ^ trigger_polarity[5];
			trigger_in[6] <= triggers[trigger_source[6]] ^ trigger_polarity[6];
			trigger_in[7] <= triggers[trigger_source[7]] ^ trigger_polarity[7];
			trigger_in[8] <= triggers[trigger_source[8]] ^ trigger_polarity[8];
			trigger_in[9] <= triggers[trigger_source[9]] ^ trigger_polarity[9];
			trigger_in[10] <= triggers[trigger_source[10]] ^ trigger_polarity[10];
			trigger_in[11] <= triggers[trigger_source[11]] ^ trigger_polarity[11];
			trigger_in[12] <= triggers[trigger_source[12]] ^ trigger_polarity[12];
			trigger_in[13] <= triggers[trigger_source[13]] ^ trigger_polarity[13];
			trigger_in[14] <= triggers[trigger_source[14]] ^ trigger_polarity[14];
			trigger_in[15] <= triggers[trigger_source[15]] ^ trigger_polarity[15];
		end
	end
	always @(posedge prog_trig) begin
		if (prog_module == MODULE) begin
			case (prog_address)
				0: begin
						trigger_source[prog_channel] <= prog_word[4:0];
						trigger_on_edge[prog_channel] <= prog_word[5];
						trigger_polarity[prog_channel] <= prog_word[6];
						trigger_enable[prog_channel] <= prog_word[7];
					end
				1: begin
						number_of_stim_pulses[prog_channel] <= prog_word[7:0];
					end
				4: event_start_stim[prog_channel] <= prog_word;
				7: event_end_stim[prog_channel] <= prog_word;
				8: event_repeat_stim[prog_channel] <= prog_word;
				13: event_end[prog_channel] <= prog_word;
			endcase
		end
	end
	wire [3:0] addr;
	assign addr = channel[3:0];
	always @(posedge dataclk) begin
		if (reset) begin
			digout <= 16'b0;
			waiting_for_trigger <=16'hffff;
			waiting_for_edge <=16'hffff;
		end else begin
			if (channel[5:4] == 2'b00) begin  
				case (main_state)
					99: begin
						if (reset_sequencer) begin
							digout <= 16'b0;
							waiting_for_trigger <=16'hffff;
							waiting_for_edge <=16'hffff;						
						end
					end
					102: begin
						if (waiting_for_edge[addr] && waiting_for_trigger[addr] && trigger_on_edge[addr]) begin
							if (~trigger_in[addr]) begin
								waiting_for_edge[addr] <= 1'b0;
							end
						end
						if (waiting_for_trigger[addr]) begin
							counter[addr] <= 16'b0;
							stim_counter[addr] <= number_of_stim_pulses[addr];
							if (trigger_enable[addr] && trigger_in[addr] && (~trigger_on_edge[addr] || ~waiting_for_edge[addr])) begin
								waiting_for_trigger[addr] <= 1'b0;
							end else begin
								digout[addr] <= 1'b0;
							end
						end
					end
					106: begin
						if (~waiting_for_trigger[addr]) begin
							if (event_start_stim[addr] == counter[addr]) begin
								digout[addr] <= 1'b1;
							end
						end
					end
					110: begin
						if (~waiting_for_trigger[addr]) begin
							if (event_end_stim[addr] == counter[addr]) begin
								digout[addr] <= 1'b0;
							end
						end
					end
					114: begin
						if (shutdown) begin
							digout[addr] <= 1'b0;
						end
					end
					118: begin
						if (event_repeat_stim[addr] == counter[addr] && stim_counter[addr] != 8'b0) begin
							counter[addr] <= event_start_stim[addr];
							stim_counter[addr] <= stim_counter[addr] - 1;
						end else if (event_end[addr] == counter[addr] && stim_counter[addr] == 8'b0) begin
							counter[addr] <= 16'b0;
							waiting_for_trigger[addr] <= 1'b1;
							waiting_for_edge[addr] <= trigger_on_edge[addr];
						end else begin
							counter[addr] <= counter[addr] + 1;
						end
					end
					default: begin
					end
				endcase
			end
		end
	end
endmodule
==> flow/run.sh <==
#!/bin/bash
# OpenROAD 26Q1-2900-gdf79404cd8, Yosys 0.63+post, stock flow scripts
make -C /OpenROAD-flow-scripts/flow DESIGN_CONFIG=/design/flow/config.mk WORK_HOME=/design/flow/orfs finish
==> flow/config.mk <==
export PLATFORM = sky130hd
export DESIGN_NAME = digout_sequencer
export DESIGN_NICKNAME = digout_sequencer
export VERILOG_FILES = /design/flow/design.v
export SDC_FILE = /design/flow/constraint.sdc
export NUM_CORES = 4
export LEC_CHECK = 1
export CORE_UTILIZATION = 30
==> flow/constraint.sdc <==
current_design digout_sequencer

set clk_period 10.5
set clk_io_pct 0.2

create_clock -name clk0 -period $clk_period [get_ports {dataclk}]
create_clock -name clk1 -period $clk_period [get_ports {prog_trig}]

set non_clock_inputs [all_inputs -no_clocks]
set_input_delay [expr $clk_period * $clk_io_pct] -clock clk0 $non_clock_inputs
set_output_delay [expr $clk_period * $clk_io_pct] -clock clk0 [all_outputs]
==> flow_metrics.env <==
# source this file to load flow results
export IMPL_critPathTopFamily="buffers and inverters"
export IMPL_hold_viol_final=0
export IMPL_place_ws_ns=2.55
export IMPL_grt_pass1_wl_microns=277000
export IMPL_wl_per_cell_microns=26.2
export IMPL_p_per_area_mw_per_mm2=171
export IMPL_syn2layout_area_growth_pct=15.3
export IMPL_drive_gt1_frac=0.285
export IMPL_grt_max_degree=77
export IMPL_start_kind="input pin"
export IMPL_grt_use_total=0.167
export IMPL_antenna_left=0
export IMPL_topCellsByArea="edfxtp_1, mux4_2, dfxtp_1, mux4_1, nand2_1"
export IMPL_yosys_area_top_type_share=0.693
export IMPL_ys_cells=3616
export IMPL_endpoint_kind="register"
export IMPL_worst_pin_slew_ns=1.07
export IMPL_synthCells=3616
export IMPL_cp_common_cell="buf_4"
export IMPL_cp_buffers_inverters=5
export IMPL_synth_async_sr_flop_share=0
export IMPL_die_x_microns=495
export IMPL_rows=180
export IMPL_gp_congestion=0.880
export IMPL_vias=37496
export IMPL_ir_worst_vdd_v=0.000149
export IMPL_crit_chain="buf_8 -> buf_12 -> buf_4 -> mux4_2 -> a22oi_1 -> nand2_1 -> buf_4 -> xor2_1 -> nor4_1 -> and4_1 -> nand3_1 -> buf_4 -> o22ai_1"
export IMPL_yosysWarnings=1
export IMPL_rsz0062_at_grt="no"
export IMPL_coreArea_sq_mm=0.241
export IMPL_fp_util=0.302
export IMPL_top_area_cell="edfxtp_1"
export IMPL_yosys_stat_area_sq_mm=0.0728
export IMPL_drv_cap=0
export IMPL_fin_setup_tns_ns=0
export IMPL_ys_types=68
export IMPL_crit_fanout=62
export IMPL_synth_flops=1728
export IMPL_dieHeight_microns=495
export IMPL_crit_required_ns=10.75
export IMPL_drc_errors=0
export IMPL_max_slew_margin_rel=0.287
export IMPL_firstDrtPassIters=5
export IMPL_antenna_found_initial=7
export IMPL_cts_sinks=1728
export IMPL_dpl_hpwl_microns=114000
export IMPL_postSynthSeqShare=0.706
export IMPL_cts_resized=0
export IMPL_drtIter0Drc=2715
export IMPL_p_leak_nw=25.3
export IMPL_post_cts_buffers=0
export IMPL_critPathMaxStageDelay_ns=0.85
export IMPL_instances_no_fill=7207
export IMPL_grt_overflow=0
export IMPL_avgSynthCellArea_sq_um=20.1
export IMPL_tool_warnings=35
export IMPL_nFillCells=21863
export IMPL_grt_pass1_vias=40927
export IMPL_cp_slowest_cell="o22ai_1"
export IMPL_cts_hold_buffers=0
export IMPL_fin_ws_ns=3.17
export IMPL_setup_violations_final=0
export IMPL_hold_path_class="reg -> reg"
export IMPL_die_area_sq_mm=0.245
export IMPL_via_per_inst=5.20
export IMPL_outcome="completed"
export IMPL_cts_tree="done"
export IMPL_cts_clk_slew_worst_paths_ns=0.06
export IMPL_path_class="in -> reg"
export IMPL_yosysMostFrequentCell="edfxtp_1"
export IMPL_wl_microns=189000
export IMPL_fin_util=0.348
export IMPL_critPathArrivalTime_ns=7.58
export IMPL_edf_count=1680
export IMPL_dp_cells=6897
export IMPL_synth_area_sq_mm=0.0728
export IMPL_p_total_mw=14.3
export IMPL_maxSlewViolCount=0
export IMPL_synth_top_flop_cell="edfxtp_1"
export IMPL_fin_worst_skew_ns=0.0249
export IMPL_io_pins=136
export IMPL_port_buffers=134
export IMPL_common_cells="edfxtp_1, mux4_2, nand2_1"
==> metal layers <==
| metal | wire length, microns | up-vias | GRT usage |
|---|---|---|---|
| li1 | - | 15715 | - |
| met1 | 64700 | 19000 | 0.198 |
| met2 | 87600 | 2428 | 0.246 |
| met3 | 29900 | 345 | 0.120 |
| met4 | 6190 | 8 | 0.0454 |
| met5 | 177 | - | 0.00978 |
==> registers in the layout, indices dropped and copies added, names as in the netlist <==
register and cells:
number_of_stim_pulses 128, trigger_enable 16, event_end_stim 256, stim_counter 128, counter 256, trigger_on_edge 16, event_end 256, event_repeat_stim 256
digout 16, trigger_polarity 16, trigger_source 80, trigger_in 16, waiting_for_trigger 16, event_start_stim 256, waiting_for_edge 16
==> cells in the final DEF, fill, tap and decap left out, types with 20 or more instances in the layout <==
cell type        netlist  layout
nand3_1               20      20
nor3_1                34      30
edfxtp_1            1680    1680
a22oi_1               76      76
mux4_2               571     571
nand2_1              168     168
clkdlybuf4s50_1        0     114
nor2_1               151      92
clkinv_1               1      39
and3_1                27      27
a221oi_1              52      52
clkbuf_16              0     165
buf_4                 18     215
xor2_1                41      41
xnor2_1               61      61
a21oi_1               56      56
mux4_1                26      26
nor2_2                 0      58
clkbuf_1             136      34
inv_1                 59      58
clkinv_2               0      31
dfxtp_1               48      48
o21ai_0               49      49
a22o_1                32      32
==> path summary, 6_finish.rpt <==
| check | start | end | slack (ns) | depth (start not counted) |
|---|---|---|---|---|
| worst min register to register | digout[14] | digout[14] | 0.46 | 2 |
| worst max-delay path | channel[0] | counter[1][3] | 3.17 | 13 |
| max in group clk1 | prog_channel[0] | trigger_polarity[8] | 5.53 | 10 |
| worst max register to register | event_repeat_stim[15][15] | counter[1][3] | 5.24 | 9 |
| min in group clk1 | trigger_on_edge[7] | trigger_on_edge[7] | 0.56 | 2 |
| worst min-delay path | digout[14] | digout[14] | 0.46 | 2 |
==> report_power, final <==
part / internal (mW) / total [mW] / switching [mW]
clock network: 3.31 / 5.93 / 2.62
registers: 7.55 / 7.55 / 0.000427
logic: 0.325 / 0.852 / 0.527
==> logic make-up (layout without fill, tap and decap cells) <==
kind of cell	after synthesis	after routing	synth area share
mux	622	622	0.190
fa+ha+maj	12	12	0.00206
buf+inv	307	709	0.0221
flops	1728	1728	0.706
other cells	0	4	0
compound gates	343	343	0.0349
xor+xnor	102	102	0.0123
simple gates	502	502	0.0326
==> through the flow <==
| step | cell area [sq um] | hold WS, ns |
|---|---|---|
| detailed placement | 78500 | 0.455 |
| finish | 83900 | 0.463 |
| global route | 83900 | 0.485 |
| global placement | 78500 | 0.443 |
| floorplan | 72800 | 0.424 |
| CTS | 83900 | 0.464 |
==> worst reg2reg max path, cell delays in order (launching register included) <==
cell and delay [ns]:
edfxtp_1 0.36, mux4_2 0.48, mux4_2 0.57, and3_1 0.23, or4_1 0.59, a2111oi_0 0.35
and4_1 0.31, nand3_1 0.54, buf_4 0.47, o22ai_1 0.86
==> final cells by class <==
class / instances / area [sq um] / share of cell area
diodes: 4 / 10.0 / 0.000119
clock buffers: 199 / 4260 / 0.0507
clock inverters: 107 / 1140 / 0.0136
inverters: 60 / 225 / 0.00268
multi-input cells: 1581 / 20000 / 0.238
flip-flops and latches: 1728 / 51400 / 0.613
well taps: 3185 / 3990 / 0.0475
repair buffers: 343 / 2910 / 0.0346
