<file path="design/flow/run.sh">
#!/bin/bash
# OpenROAD 26Q1-2900-gdf79404cd8, Yosys 0.63+post, stock flow scripts
make -C /OpenROAD-flow-scripts/flow DESIGN_CONFIG=/design/flow/config.mk WORK_HOME=/design/flow/orfs finish
</file>
<file path="design/flow/config.mk">
export PLATFORM = sky130hd
export DESIGN_NAME = stim_sequencer
export DESIGN_NICKNAME = stim_sequencer
export VERILOG_FILES = /design/flow/design.v
export SDC_FILE = /design/flow/constraint.sdc
export NUM_CORES = 4
export LEC_CHECK = 1
export CORE_UTILIZATION = 30
</file>
<file path="design/flow/constraint.sdc">
current_design stim_sequencer

set clk_period 53.8
set clk_io_pct 0.2

create_clock -name clk0 -period $clk_period [get_ports {dataclk}]
create_clock -name clk1 -period $clk_period [get_ports {prog_trig}]

set non_clock_inputs [all_inputs -no_clocks]
set_input_delay [expr $clk_period * $clk_io_pct] -clock clk0 $non_clock_inputs
set_output_delay [expr $clk_period * $clk_io_pct] -clock clk0 [all_outputs]
</file>
<file path="design/flow/design.v">
`timescale 1ns / 1ps
module stim_sequencer #(
	parameter MODULE = 0
	)
	(
	input wire			reset,
	input wire			dataclk,
	input wire [31:0] main_state,
	input wire [5:0]	channel,
	input wire [3:0]  prog_channel,
	input wire [3:0]	prog_address,
	input wire [4:0]  prog_module,
	input wire [15:0] prog_word,
	input wire			prog_trig,
	input wire [31:0] triggers,
	output reg [15:0] stim_on,
	output reg [15:0] stim_pol,
	output reg [15:0] amp_settle,
	output reg [15:0] charge_recov,
	output reg        amp_settle_changed,
	input	 wire			reset_sequencer
   );
	reg [15:0] counter[15:0];
	reg [4:0] trigger_source[15:0];
	reg [15:0] trigger_on_edge;
	reg [15:0] trigger_polarity;
	reg [15:0] trigger_enable;
	reg [7:0] number_of_stim_pulses[15:0];
	reg [1:0] stim_shape[15:0];
	reg [15:0] neg_stim_first;
	reg [15:0] waiting_for_trigger, waiting_for_edge;
	reg [7:0] stim_counter[15:0];
	reg [15:0] event_amp_settle_on[15:0];
	reg [15:0] event_amp_settle_off[15:0];
	reg [15:0] event_start_stim[15:0];
	reg [15:0] event_stim_phase2[15:0];
	reg [15:0] event_stim_phase3[15:0];
	reg [15:0] event_end_stim[15:0];
	reg [15:0] event_repeat_stim[15:0];
	reg [15:0] event_charge_recov_on[15:0];
	reg [15:0] event_charge_recov_off[15:0];
	reg [15:0] event_amp_settle_on_repeat[15:0];
	reg [15:0] event_amp_settle_off_repeat[15:0];
	reg [15:0] event_end[15:0];
	localparam
		BIPHASIC =           2'b00,
		BIPHASIC_DEAD_ZONE = 2'b01,
		TRIPHASIC =          2'b10,
		UNUSED =             2'b11;
	reg [15:0] trigger_in;
	always @(posedge dataclk) begin
		if (channel == 0 && (main_state == 99 || main_state == 100)) begin
			trigger_in[0] <= triggers[trigger_source[0]] ^ trigger_polarity[0];
			trigger_in[1] <= triggers[trigger_source[1]] ^ trigger_polarity[1];
			trigger_in[2] <= triggers[trigger_source[2]] ^ trigger_polarity[2];
			trigger_in[3] <= triggers[trigger_source[3]] ^ trigger_polarity[3];
			trigger_in[4] <= triggers[trigger_source[4]] ^ trigger_polarity[4];
			trigger_in[5] <= triggers[trigger_source[5]] ^ trigger_polarity[5];
			trigger_in[6] <= triggers[trigger_source[6]] ^ trigger_polarity[6];
			trigger_in[7] <= triggers[trigger_source[7]] ^ trigger_polarity[7];
			trigger_in[8] <= triggers[trigger_source[8]] ^ trigger_polarity[8];
			trigger_in[9] <= triggers[trigger_source[9]] ^ trigger_polarity[9];
			trigger_in[10] <= triggers[trigger_source[10]] ^ trigger_polarity[10];
			trigger_in[11] <= triggers[trigger_source[11]] ^ trigger_polarity[11];
			trigger_in[12] <= triggers[trigger_source[12]] ^ trigger_polarity[12];
			trigger_in[13] <= triggers[trigger_source[13]] ^ trigger_polarity[13];
			trigger_in[14] <= triggers[trigger_source[14]] ^ trigger_polarity[14];
			trigger_in[15] <= triggers[trigger_source[15]] ^ trigger_polarity[15];
		end
	end
	always @(posedge prog_trig) begin
		if (prog_module == MODULE) begin
			case (prog_address)
				0: begin
						trigger_source[prog_channel] <= prog_word[4:0];
						trigger_on_edge[prog_channel] <= prog_word[5];
						trigger_polarity[prog_channel] <= prog_word[6];
						trigger_enable[prog_channel] <= prog_word[7];
					end
				1: begin
						number_of_stim_pulses[prog_channel] <= prog_word[7:0];
						stim_shape[prog_channel] <= prog_word[9:8];
						neg_stim_first[prog_channel] <= prog_word[10];
					end
				2: event_amp_settle_on[prog_channel] <= prog_word;
				3: event_amp_settle_off[prog_channel] <= prog_word;
				4: event_start_stim[prog_channel] <= prog_word;
				5: event_stim_phase2[prog_channel] <= prog_word;
				6: event_stim_phase3[prog_channel] <= prog_word;
				7: event_end_stim[prog_channel] <= prog_word;
				8: event_repeat_stim[prog_channel] <= prog_word;
				9: event_charge_recov_on[prog_channel] <= prog_word;
				10: event_charge_recov_off[prog_channel] <= prog_word;
				11: event_amp_settle_on_repeat[prog_channel] <= prog_word;
				12: event_amp_settle_off_repeat[prog_channel] <= prog_word;
				13: event_end[prog_channel] <= prog_word;
			endcase
		end
	end
	wire [3:0] addr;
	assign addr = channel[3:0];
	always @(posedge dataclk) begin
		if (reset) begin
			stim_on <= 16'b0;
			stim_pol <= 16'b0;
			amp_settle <= 16'b0;
			charge_recov <= 16'b0;
			amp_settle_changed <= 1'b1;
			waiting_for_trigger <=16'hffff;
			waiting_for_edge <=16'hffff;
		end else begin
			if (channel[5:4] == 2'b00) begin  
				case (main_state)
					99: begin
						if (reset_sequencer) begin
							stim_on <= 16'b0;
							stim_pol <= 16'b0;
							amp_settle <= 16'b0;
							charge_recov <= 16'b0;
							amp_settle_changed <= 1'b1;
							waiting_for_trigger <=16'hffff;
							waiting_for_edge <=16'hffff;
						end
					end
					102: begin
						if (waiting_for_edge[addr] && waiting_for_trigger[addr] && trigger_on_edge[addr]) begin
							if (~trigger_in[addr]) begin
								waiting_for_edge[addr] <= 1'b0;
							end
						end
						if (waiting_for_trigger[addr]) begin
							counter[addr] <= 16'b0;
							stim_counter[addr] <= number_of_stim_pulses[addr];
							if (trigger_enable[addr] && trigger_in[addr] && (~trigger_on_edge[addr] || ~waiting_for_edge[addr])) begin
								waiting_for_trigger[addr] <= 1'b0;
							end else begin
								stim_on[addr] <= 1'b0;
								stim_pol[addr] <= 1'b0;
								amp_settle[addr] <= 1'b0;
								charge_recov[addr] <= 1'b0;
							end
						end
						if (channel[3:0] == 4'b0000) begin
							amp_settle_changed <= 1'b0;
						end
					end
					106: begin
						if (~waiting_for_trigger[addr]) begin
							if (event_amp_settle_on[addr] == counter[addr] ||
								 (event_amp_settle_on_repeat[addr] == counter[addr] && stim_counter[addr] != 8'b0)) begin
								amp_settle[addr] <= 1'b1;
								amp_settle_changed <= 1'b1;
							end else if ((event_amp_settle_off[addr] == counter[addr] && stim_counter[addr] == 8'b0) ||
								 (event_amp_settle_off_repeat[addr] == counter[addr] && stim_counter[addr] != 8'b0)) begin
								amp_settle[addr] <= 1'b0;
								amp_settle_changed <= 1'b1;
							end
							if (event_charge_recov_on[addr] == counter[addr] && stim_counter[addr] == 8'b0) begin
								charge_recov[addr] <= 1'b1;
							end else if (event_charge_recov_off[addr] == counter[addr] && stim_counter[addr] == 8'b0) begin
								charge_recov[addr] <= 1'b0;
							end
						end
					end
					110: begin
						if (~waiting_for_trigger[addr]) begin
							if (event_start_stim[addr] == counter[addr]) begin
								stim_on[addr] <= 1'b1;
								stim_pol[addr] <= ~neg_stim_first[addr];
							end
						end
					end
					114: begin
						if (~waiting_for_trigger[addr]) begin
							if (event_stim_phase2[addr] == counter[addr]) begin
								if (stim_shape[addr] == BIPHASIC_DEAD_ZONE) begin
									stim_on[addr] <= 1'b0;								
								end else begin
									stim_on[addr] <= 1'b1;
									stim_pol[addr] <= neg_stim_first[addr];
								end
							end
						end
					end
					118: begin
						if (~waiting_for_trigger[addr]) begin
							if (event_stim_phase3[addr] == counter[addr]) begin
								if (stim_shape[addr] == BIPHASIC_DEAD_ZONE) begin
									stim_on[addr] <= 1'b1;
									stim_pol[addr] <= neg_stim_first[addr];							
								end else if (stim_shape[addr] == TRIPHASIC) begin
									stim_on[addr] <= 1'b1;
									stim_pol[addr] <= ~neg_stim_first[addr];
								end
							end
						end
					end
					122: begin
						if (~waiting_for_trigger[addr]) begin
							if (event_end_stim[addr] == counter[addr]) begin
								stim_on[addr] <= 1'b0;
								stim_pol[addr] <= ~neg_stim_first[addr];
							end
						end
					end
					126: begin
						if (event_repeat_stim[addr] == counter[addr] && stim_counter[addr] != 8'b0) begin
							counter[addr] <= event_start_stim[addr];
							stim_counter[addr] <= stim_counter[addr] - 1;
						end else if (event_end[addr] == counter[addr] && stim_counter[addr] == 8'b0) begin
							counter[addr] <= 16'b0;
							waiting_for_trigger[addr] <= 1'b1;
							waiting_for_edge[addr] <= trigger_on_edge[addr];
						end else begin
							counter[addr] <= counter[addr] + 1;
						end
					end
					default: begin
					end
				endcase
			end
		end
	end
endmodule
</file>
==> run summary <==
Physical implementation.

- The part of the total power dissipated in the clock network is 41.9%.
- The first global-routing pass estimated around 600000 microns of wire.
- The number of cells in the yosys synthesis report is roughly 7.3k.
- The maximum number of pins on one net before global-route repair is ~110.
- The number of top-level pins is 168.
- The most frequently used cell type in the post-synthesis netlist is sky130_fd_sc_hd__edfxtp_1.
- The cell family with the largest share of critical-path delay is buffers and inverters.
- The total global routing track utilization is 17.3%.
- The cell area power density is approximately 35 nW/um^2.
- On the critical path, the stage with the largest delay is an instance of sky130_fd_sc_hd__buf_4.
- In this run the worst hold path is classified as reg -> reg.
- Post-CTS repair changed the size of 0 cells.
- The count of max-cap constraint violations is 0.
- The core region is ~500000 sq um.
- TritonRoute reported its final design rule violation total as 0.
- The DRC violation total after the first TritonRoute iteration is ~5.4k.
- The destination of the worst hold path is waiting_for_edge[10].
- The die is approximately 720 microns wide.
- In the final run the clock tree shows a worst skew of 0.0600 ns.
- Per the post-route antenna check, the number of violating nets is 0.
- Setup repair after global routing left no endpoint under its margin.
- The overall routed net length is roughly 420000 microns.
- Yosys reports that the most numerous cell types are sky130_fd_sc_hd__edfxtp_1 (3776), sky130_fd_sc_hd__mux4_2 (1183), sky130_fd_sc_hd__nor2_1 (312), sky130_fd_sc_hd__nand2_1 (304), sky130_fd_sc_hd__clkbuf_1 (259).
- The combinational power share is between 5 and 6%.
- Across all layers, the routed design uses 77.3k vias.
- The report lists the number of standard-cell rows as roughly 260.
- Once the floorplan was initialized, standard cells occupied between 30% and 40% of the core.
- Per the final layout report, the fraction of cells sized above drive strength 1 comes to between 20% and 30%.
- For this sky-water flow run, the detailed-routed wirelength per cell is reported as between 20 and 30 microns.
- The initial antenna violation count is 18.
- The kind of critical path is in -> reg.
- In the synthesized netlist the dominant register cell turns out to be sky130_fd_sc_hd__edfxtp_1.
- The final-report max-slew violation count is 0.
- For the pin with the worst max-slew slack, the measured transition is 1.09 ns.
- The sum of buffers and inverters on the critical path is 8.
- The number of hold buffers added after cts is 0.
- STA shows the worst reg2reg path with a cell count of 11.
- The critical hold path startpoint is waiting_for_edge[10].
- The largest total area in the synthesized netlist belongs to sky130_fd_sc_hd__edfxtp_1.
- The leakage power is 54.4 nW.
- The chip area is 519000 sq um.
- For the worst reg-to-reg path, the startpoint reported by OpenROAD is counter[11][14].
- The detail-routed via count per cell is approximately 5.2.
- After synthesis the netlist holds a flip-flop and latch count of just under 4k.
- Sequential cells account for a little over half of the total power.
- The total design power is between 6 and 7 mW.
- The mapped cell area is 155000 sq um.
- By area the synthesized netlist is led by sky130_fd_sc_hd__edfxtp_1 (73%), sky130_fd_sc_hd__mux4_2 (17%), sky130_fd_sc_hd__dfxtp_1 (1.3%), sky130_fd_sc_hd__a22oi_1 (0.83%), sky130_fd_sc_hd__xor2_1 (0.76%).
- The worst register-to-register path ends at counter[14][11].
- The number of cells on the critical path is 17.
- The total number of warnings across the stage logs is 38.
- The area recorded from the Yosys report for this design is roughly 150000 sq um.
- The required time of the critical path is about 54 ns.
- The via count of the first global-routing pass is around 86k.
- The area added between synthesis and finish is 15.7%.
- The floorplan step set the die height to roughly 720 microns.
- The run finished with clean final reports.
- The maximum vdd drop is 0.0000297 V.
- Net switching is a little over a fifth of the power.
- The global-route congestion overflow total is 0.
- Per the post-synthesis report, the number of cells in the design is 7293.
- The sink count of the clock tree is approximately 3.9k.
- At the worst endpoint, the arrival time is around 18 ns.
- The mean instance size in the synthesized netlist is between 20 and 25 sq um.
- The endpoint type of the worst setup path is a register.
- Among all stages on the critical path, the maximum delay recorded is 0.70 ns.
- Per Yosys stat, the portion of area used by sequential elements is 74.5%.
- Per the finish-stage timing summary, setup violations number 0.
- The worst hold path depth is 1.
- The total negative slack for setup checks is 0 ns.
- The count of distinct cell types in the synthesized netlist is ~57.
- In this run the biggest area consumer among cell types represents between 70% and 80% of the synthesized area.
- The number of synthesized flops with an enable pin is about 3.8k.
- The placement summary gives the final routability congestion estimate as just under 0.9.
- The total of fill cells in the finished design is 46.3k.
- The setup check on the worst reg-to-reg path leaves a slack of ~48 ns.
- The synthesis report gives the async set-or-reset register share as 0%.
- The kind of start point of the critical path is a primary input.
- The count of input and output buffers is about 170.
- Listed in order, past its start point the critical path passes buf_8 > buf_4 > buf_4 > buf_4 > buf_4 > buf_4 > buf_4 > mux4_2 > mux4_2 > xor2_1 > nor4_1 > nand4_1 > o21ai_1 > buf_4 > and2b_1 > nand2_1 > o21ai_1.
- Along the worst path, the maximum fanout reaches about 73.
- The power report lists cell-internal power as about 5 mW.
- The slew check shows that the tightest pin keeps a relative margin of ~27%.
- The total iterations of the first detailed-routing run is 6.
- TritonCTS built the clock tree.
- After legalization and detailed placement, the total HPWL measured roughly 250000 microns.
- The analysis attributes to net switching a power of 1.36 mW.
- The total count of hold-check failures in the final report is 0.
- The dominant cell type by count on the critical path is sky130_fd_sc_hd__buf_4.
- The synthesis report lists the Yosys warning total as 1.
- For reference, the clock transition at the flip-flops on the worst setup and hold paths is 0.06 ns.
- The post-CTS setup buffer count is 0.
cells by family after synthesis:
logic type / count (synthesis) / synth area share [%]
flops: 3873 / 74.5
compound gates: 584 / 2.63
xor+xnor: 227 / 1.28
mux: 1222 / 17.5
buf+inv: 515 / 1.51
fa+ha+maj: 13 / 0.105
simple gates: 859 / 2.47
through the flow:
step           hold WS, ns  utilization, %  worst slack [ns]  instance area [sq um]  instances
2_1_floorplan        0.430               -             37.50                 155000       7293
3_3_place_gp         0.464            32.5             35.58                 167000      14200
3_5_place_dp         0.469            32.5             35.45                 167000      14200
4_1_cts              0.489            34.9             36.07                 179000      14900
5_1_grt              0.497            34.9             35.76                 179000      14900
6_report             0.492            34.9             36.07                 179000      14900
power groups by stage:
stage | Clock, mW | Sequential (mW) | Combinational (mW)
after CTS | 2.68 | 3.31 | 0.348
after global routing | 2.79 | 3.30 | 0.368
final | 2.64 | 3.31 | 0.345
routing by layer:
| metal | global-route usage, % | routed length, microns | up-vias |
|---|---|---|---|
| met4 | 5.73 | 17500 | 28 |
| met1 | 17.3 | 125000 | 38800 |
| met2 | 25.9 | 197000 | 5826 |
| li1 | - | - | 31800 |
| met5 | 1.30 | 784 | - |
| met3 | 15.1 | 80900 | 848 |
area by class of cell:
class                           count  area [sq um]  area share (%)
Inverter                           30           113          0.0629
Multi-Input combinational cell   2905         37500            20.9
Timing Repair Buffer              649          5420            3.03
Antenna cell                        9          22.5          0.0126
Clock inverter                    216          2120            1.19
Tap cell                         6757          8450            4.72
Clock buffer                      467         10100            5.66
Sequential cell                  3873        115000            64.4
cells in the final DEF (no fill, tap or decap), types with 14 or more instances in the layout:
cell type / count
sky130_fd_sc_hd__a21oi_1: 60
sky130_fd_sc_hd__a211oi_1: 14
sky130_fd_sc_hd__o31ai_1: 16
sky130_fd_sc_hd__o21ai_1: 15
sky130_fd_sc_hd__o211ai_1: 36
sky130_fd_sc_hd__nand3_1: 30
sky130_fd_sc_hd__xnor2_1: 92
sky130_fd_sc_hd__inv_1: 29
sky130_fd_sc_hd__clkinv_1: 67
sky130_fd_sc_hd__clkbuf_8: 16
sky130_fd_sc_hd__xor2_1: 135
sky130_fd_sc_hd__nor2_2: 80
sky130_fd_sc_hd__nand2_1: 279
sky130_fd_sc_hd__nand2_2: 26
sky130_fd_sc_hd__and3_1: 44
sky130_fd_sc_hd__a221oi_1: 50
sky130_fd_sc_hd__clkdlybuf4s50_1: 145
sky130_fd_sc_hd__a22oi_1: 172
sky130_fd_sc_hd__mux2i_1: 26
sky130_fd_sc_hd__clkbuf_1: 70
sky130_fd_sc_hd__clkinv_2: 69
sky130_fd_sc_hd__o22ai_1: 15
sky130_fd_sc_hd__dfxtp_1: 97
sky130_fd_sc_hd__buf_4: 478
sky130_fd_sc_hd__nand2b_1: 19
sky130_fd_sc_hd__clkinvlp_4: 14
sky130_fd_sc_hd__clkbuf_16: 391
sky130_fd_sc_hd__mux4_2: 1183
sky130_fd_sc_hd__a22o_1: 51
sky130_fd_sc_hd__nor2_1: 231
sky130_fd_sc_hd__or3_1: 14
sky130_fd_sc_hd__nor4_1: 56
sky130_fd_sc_hd__edfxtp_1: 3776
sky130_fd_sc_hd__nand4_1: 21
sky130_fd_sc_hd__bufinv_16: 32
sky130_fd_sc_hd__o21ai_0: 122
worst max path at each step:
stage,from,to
CTS,channel[1],amp_settle[1]
finish,channel[1],amp_settle[9]
global route,channel[1],amp_settle[1]
No activity file was given, so power comes from the tool's default toggle rates.
